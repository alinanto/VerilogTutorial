File: ./constraint.sdc
current_design ALU

set clk_period 15.1
set clk_io_pct 0.2

create_clock -name clk0 -period $clk_period

set non_clock_inputs [all_inputs -no_clocks]
set_input_delay [expr $clk_period * $clk_io_pct] -clock clk0 $non_clock_inputs
set_output_delay [expr $clk_period * $clk_io_pct] -clock clk0 [all_outputs]
File: ./config.mk
export PLATFORM = sky130hd
export DESIGN_NAME = ALU
export DESIGN_NICKNAME = ALU
export VERILOG_FILES = /design/flow/design.v
export SDC_FILE = /design/flow/constraint.sdc
export NUM_CORES = 4
export LEC_CHECK = 1
export CORE_AREA = 10 10 91 91
export DIE_AREA = 0 0 101 101
File: ./run.sh
#!/bin/bash
# OpenROAD 26Q1-2900-gdf79404cd8, Yosys 0.63+post, stock flow scripts
make -C /OpenROAD-flow-scripts/flow DESIGN_CONFIG=/design/flow/config.mk WORK_HOME=/design/flow/orfs finish
File: ./design.v
module ALU (X,Y,Z,Sign,Zero,Carry,Parity,Overflow);
  input [15:0] X,Y;
  output [15:0] Z;
  output Sign,Zero,Carry,Parity,Overflow;
  wire [3:1] c;
  adder4 A0 (Z[3:0],c[1],X[3:0],Y[3:0],1'b0);
  adder4 A1 (Z[7:4],c[2],X[7:4],Y[7:4],c[1]);
  adder4 A2 (Z[11:8],c[3],X[11:8],Y[11:8],c[2]);
  adder4 A3 (Z[15:12],Carry,X[15:12],Y[15:12],c[3]);
  assign Sign = Z[15];
  assign Zero = ~|Z;
  assign Parity = ~^Z;
  assign Overflow = (X[15] & Y[15] & ~Z[15]) | (~X[15] & ~Y[15] & Z[15]);
endmodule
module adder4 (S,Cout,A,B,Cin);
  input [3:0] A,B;
  input Cin;
  output [3:0] S;
  output Cout;
  wire [3:1] c;
  fullAdder FA0 (S[0],c[1],A[0],B[0],Cin);
  fullAdder FA1 (S[1],c[2],A[1],B[1],c[1]);
  fullAdder FA2 (S[2],c[3],A[2],B[2],c[2]);
  fullAdder FA3 (S[3],Cout,A[3],B[3],c[3]);
endmodule
module fullAdder (S,Cout,A,B,Cin);
  input A,B,Cin;
  output S,Cout;
  wire s1,c1,c2;
  xor G1 (s1,A,B),
      G2 (S,s1,Cin),
      G3 (Cout,c2,c1);
  and G4 (c1,A,B),
      G5 (c2,s1,Cin);
endmodule
==> Table 3: Implementation characteristics <==
Characteristics after synthesis and place and route

Parameter                              Value

Critical path
  Critical path required time .................. around 12 ns
  Critical path origin .................. X[0]
  Critical Path Fanout Max .................. 5
  Critical Path AT .................. 9.89 ns
  Critical-path cell with the highest stage delay .................. fa_1
  Startpoint class of the critical path .................. input port
  Crit path capture type .................. output port
  Worst path most repeated cell .................. fa_1
  Peak per-stage delay on the critical path .................. 0.49 ns
  Crit Path Category .................. in2out

Global routing
  First-pass GRT wire length .................. 3340 um
  Antenna violations before repair .................. 0
  Aggregate global routing overflow .................. 0
  Pin count of the biggest net entering global routing .................. 6
  Vias in the first global route .................. between 600 and 700
  Total Routing Usage GR .................. 0.0427

Synth
  Count of instantiated cells in the yosys netlist .................. 90
  Top cell type's share of synthesized area .................. 0.380
  Chip area from the yosys synthesis statistics .................. approximately 790 sq um
  Main area contributors .................. fa_1, inv_1, buf_4, xnor3_1, xnor2_1
  Biggest area consumer among synthesized cells .................. fa_1
  Summed instance area of the synthesized netlist .................. approximately 790 sq um
  Sequential fraction of the synthesis area .................. 0
  Gate count after technology mapping .................. about 90
  Number of library cell types mapped by synthesis .................. 12
  Number of synthesis warnings .................. 0
  Synthesized area per cell .................. slightly below 9 sq um

Power and ir drop
  Reported net switching power .................. between 0.00003 and 0.00004 W
  Leak pwr .................. 0.615 nW
  Internal Pwr Total .................. 0.0000703 W
  Cell area power density .................. approximately 77 nW/um^2
  IR Drop Worst-Case VDD .................. between 0.03 and 0.04 mV
  Combinational share of power .................. 1.000
  Total Power Consumption .................. roughly 0.0001 W
  Switching part of the total .................. 0.300
  Seq pwr share .................. 0
  Clock network fraction of total power .................. 0

Route
  Count of antenna-violating nets left after detailed routing .................. 0
  Wire length after detailed routing .................. 2240 um
  Wire length per cell after detailed routing .................. 11.0 um
  Vias after detailed routing .................. 608
  DR DRC count .................. 0
  Via/cell ratio .................. approximately 3
  Violation count after the first detailed-route iteration .................. 5
  Iteration count of the initial detailed-routing pass .................. 4
  N_diodes .................. 0

Layout
  Relative area change from synthesis to final layout .................. 64.1%
  Total of clock buffers placed in the layout .................. 0
  Fraction of layout instances using a drive strength above 1 .................. 0.00787
  Final core occ .................. 0.204
  Seq cells .................. 0
  FF/Latch Area .................. 0 sq um

Timing
  Slew Limit Fails .................. 0
  Unrepaired setup endpoints after global routing .................. false
  Final count of hold timing violations .................. 0
  Total negative setup slack .................. 0 ns
  Worst-case headroom to the max-slew limit .................. 0.815
  Final worst path period share .................. 0.855
  Worst Max-Slew Pin Slew .................. ~0.28 ns
  Max Clk Rate .................. 0.0775 GHz
  Final Critical Period .................. approximately 13 ns
  Number of setup violations in the final report .................. 0

Floorplanning
  Die outline area .................. 10200 sq um
  Core area .................. around 6300 sq um
  Die boundary width .................. a little over 100 um
  Starting utilization of the core area .................. 0.125
  Die height .................. roughly 100 um
  Count of standard-cell rows .................. 29
  # IOs .................. about 53

Clocking
  Gates resized, CTS repair .................. 0
  Post-CTS Hold Buffers .................. 0
  # Post-CTS Setup Buffers .................. 0

Place
  Gp weighted congestion .................. between 0.7 and 0.8
  Input/output buffers .................. about 53
  Detailed placement HPWL .................. approximately 2200 um

Worst hold path
  Number of instances on the worst hold path .................. 5
  Worst min-delay path endpoint .................. Z[12]
  Class of the tightest hold or removal check .................. in2out
  Startpoint of the tightest hold check path .................. X[12]

Job
  Max-cap violations .................. 0
  Log Warnings .................. 34

Status
  Outcome .................. finished, final reports clean
[how the worst max path moves through the flow]
| stage | slack (ns) | endpoint | cells after the start |
|---|---|---|---|
| finish | 2.19 | Parity | 31 |
| global route | 1.82 | Parity | 31 |
| CTS | 2.08 | Parity | 31 |
[power by group through the flow]
stage | registers, W | clock network [W] | logic, W
finish | 0 | 0 | 0.000100
global route | 0 | 0 | 0.000111
CTS | 0 | 0 | 0.000105
[synthesized netlist by cell type]
cell	instances
xnor2_1	7
nand2_1	1
buf_4	16
mux2_2	1
fa_1	15
xnor3_1	3
nand4_1	2
ha_1	4
nor3_1	2
inv_1	37
xor2_1	1
nor4_1	1
[area by class of cell]
type,count,area [sq um]
fill,679,5050
inverter,37,139
multi-input combinational,37,532
tap,77,96.3
timing repair buffer,53,531
[kinds of logic after synthesis]
family | share of synthesized area
and+or+nand+nor | 0.0411
buffers and inverters | 0.328
xor gates and xnor gates | 0.174
muxes | 0.0142
adders and majority gates | 0.443
[cells in the final DEF, fill, tap and decap left out]
cell and n:
nand4_1 2, clkdlybuf4s50_1 53, ha_1 4, xnor2_1 7
nand2_1 1, xor2_1 1, inv_1 37, fa_1 15
xnor3_1 3, nor4_1 1, mux2_2 1, nor3_1 2
[worst max-delay path, delay by kind of cell]
kind	cells	cell delay, ns
adders and majority gates	16	4.58
buffers and inverters	12	1.56
xor gates and xnor gates	3	0.71
[through the flow]
stage	setup WS, ns	cells	cell area (sq um)	hold slack [ns]
finish	2.19	204	1300	7.16
detailed placement	2.11	204	1300	7.17
global placement	2.12	204	1300	7.17
floorplan	3.56	90	791	6.15
CTS	2.08	204	1300	7.18
global route	1.82	204	1300	7.21
[routing by layer]
layer,up-vias,share of wire,GRT usage,routed length [um]
met5,-,0,0,0
met4,0,0,0,0
met1,269,0.37,0.0469,828
met2,31,0.48,0.0752,1080
met3,0,0.15,0.0236,333
li1,308,-,-,-
Power is estimated from default activity; no workload was simulated.
