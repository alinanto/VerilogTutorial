### run.sh
#!/bin/bash
# OpenROAD 26Q1-2900-gdf79404cd8, Yosys 0.63+post, stock flow scripts
make -C /OpenROAD-flow-scripts/flow DESIGN_CONFIG=/design/flow/config.mk WORK_HOME=/design/flow/orfs finish
### config.mk
export PLATFORM = sky130hd
export DESIGN_NAME = simpleCounter
export DESIGN_NICKNAME = simpleCounter
export VERILOG_FILES = /design/flow/design.v
export SDC_FILE = /design/flow/constraint.sdc
export NUM_CORES = 4
export LEC_CHECK = 1
export CORE_AREA = 10 10 70 70
export DIE_AREA = 0 0 80 80
### constraint.sdc
current_design simpleCounter

set clk_period 1.6
set clk_io_pct 0.2

create_clock -name clk0 -period $clk_period [get_ports {clk}]

set non_clock_inputs [all_inputs -no_clocks]
set_input_delay [expr $clk_period * $clk_io_pct] -clock clk0 $non_clock_inputs
set_output_delay [expr $clk_period * $clk_io_pct] -clock clk0 [all_outputs]
### design.v
module simpleCounter (clk,rst,count);
  input clk,rst;
  output [7:0] count;
  reg [7:0] count;
  always @ (posedge clk or posedge rst) begin
    if (rst)
      count = 8'b0;
    else
      count = count + 1;
  end
endmodule
module clock (clk);
  output reg clk = 0;
  always
    #10 clk = ~clk;
endmodule
==> results.json <==
{
  "period_minus_slack_ns": 1.50,
  "placementRows": 21,
  "fin_tns_setup_ns": 0,
  "timing_hold_violations_final": 0,
  "netlist_area_um2": 320,
  "fin_hold_ws_ns": 0.324,
  "timing_max_transition_violations_final": 0,
  "drc": 0,
  "worstSetupPathType": "register to primary output",
  "clock_insertion_delay_worst_skew_ns": 0.24,
  "largest_net_degree_at_the_start_of_global_routing": 9,
  "fin_skew_ns": 0.00229,
  "vias": 208,
  "synthesis.yosys.warnings": 1,
  "ctsHoldBuffers": 0,
  "flow.area_growth_from_synthesis_pct": 53.1,
  "layoutNonFillerInstCount": 83,
  "post-place-cells": 80,
  "overflow": 0,
  "final_hpwl_from_detailed_placement_um": 603,
  "total_power_divided_by_cell_area_nw_per_um2": 720,
  "synth_area_per_cell_um2": 12.8,
  "clock_path_buffers": 2,
  "largest_register_ffs": 8,
  "cts.repair.resized": 0,
  "drt-total-wl_um": 698,
  "min_period_over_period": 0.936,
  "grt_pass1_vias": 243,
  "critical_path_required_time_ns": 1.28,
  "wl_per_cell_um": 8.41,
  "timing.critical_path.to_type": "primary output",
  "fp-utilization": 0.0938,
  "placement.io_buffers": 9,
  "max_cap_violations": 0,
  "timing_worst_slew_pin_value_ns": 0.298,
  "final_layout_top_logic_cell": "sky130_fd_sc_hd__clkdlybuf4s50_1",
  "core-area_um2": 3420,
  "die-height_um": 80,
  "drive_gt1_frac": 0.135,
  "num_antenna_cells": 0,
  "cp_max_stage_delay_ns": 0.50,
  "yosys.cell_types.count": 11,
  "ys.flops": 8,
  "synth_sequential_area_ratio": 0.625,
  "cp_top_family": "buffers and inverters",
  "route.detailed.vias_per_inst": 2.51,
  "signal_arrival_time_at_the_worst_endpoint_ns": 1.18,
  "clock_sink_count": 8,
  "cts_root_buf": "sky130_fd_sc_hd__clkbuf_4",
  "grt_usage": 0.0247,
  "outcome": "complete, no violations",
  "drtPass1Iterations": 2,
  "setup_repair_after_global_routing_missed_its_margin": "no",
  "log.warning_count": 25,
  "clkSlewWorstSetupHoldPaths_ns": 0.05,
  "cts_htree_levels": 1,
  "cp_cell_sequence": "clkdlybuf4s50_1",
  "boundary_pins": 10,
  "die_width_um": 80,
  "final_layout_top_logic_cells": "9 x sky130_fd_sc_hd__clkdlybuf4s50_1, 8 x sky130_fd_sc_hd__dfrtp_1, 3 x sky130_fd_sc_hd__xor2_1, 3 x sky130_fd_sc_hd__xnor2_1, 3 x sky130_fd_sc_hd__clkbuf_4",
  "drt_iter0_markers": 2,
  "route.antenna.remaining_nets": 0,
  "yosys.stat.chipArea_um2": 320,
  "grt_pass1_wl_mm": 1.24,
  "max-vdd-ir-drop_mv": 0.526,
  "critPathSlowestCell": "sky130_fd_sc_hd__clkdlybuf4s50_1",
  "number_of_antenna_violations_at_the_first_check_in_global_routing": 0,
  "crit_fanout": 5,
  "tritoncts_clock_tree": "yes",
  "hold_class": "input port to async pin",
  "critical_path_startpoint": "count[2]$_DFF_PP0_",
  "path_buffers": 1,
  "netlist_instances": 25,
  "yosys_cells": 25,
  "power_leakage_nw": 0.202,
  "report.final.setup_viol": 0,
  "crit-reg2reg-launch": "count[2]$_DFF_PP0_",
  "crit_path_start_kind": "register",
  "fmax_achieved_mhz": 668,
  "cts_post_setup_buffers_inserted": 0,
  "die-area_um2": 6400,
  "number_of_clock_buffers_inserted_by_tritoncts": 3,
  "maxSlewHeadroom": 0.801,
  "globalplace.congestion": 0.662
}
[path summary, 6_finish.rpt]
check                           slack, ns  cells after the start            endpoint
worst max-delay path                 0.10                      1            count[2]
worst min-delay path                 0.32                      2  count[0]$_DFF_PP0_
worst max register to register       0.57                      3  count[7]$_DFF_PP0_
worst min register to register       0.47                      1  count[7]$_DFF_PP0_
max in group asynchronous            1.05                      2  count[2]$_DFF_PP0_
min in group clk0                    0.47                      1  count[7]$_DFF_PP0_
[power by group]
| group | internal, mW | switching (mW) | total (mW) |
|---|---|---|---|
| Combinational | 0.00229 | 0.00396 | 0.00625 |
| Sequential | 0.203 | 0 | 0.203 |
| Clock | 0.0852 | 0.0588 | 0.144 |
[layout make-up]
cell class	count	area, um^2
fill	398	2930
multi-input combinational	15	113
timing repair buffer	9	90.1
clock buffer	3	22.5
tap	46	57.6
inverter	2	7.51
sequential	8	200
[stage by stage]
stage          power (mW)  setup slack (ns)  cell area [um^2]   util
6_report            0.353             0.102               490  0.144
3_5_place_dp        0.213             0.338               468  0.137
5_1_grt             0.380            0.0443               490  0.144
2_1_floorplan       0.209             0.694               320      -
3_3_place_gp        0.213             0.337               468  0.137
4_1_cts             0.362            0.0717               490  0.144
[cells in the mapped netlist]
library cell,number,area (um^2)
sky130_fd_sc_hd__nor2_1,1,3.75
sky130_fd_sc_hd__and3_1,1,6.26
sky130_fd_sc_hd__nor3_2,1,10.0
sky130_fd_sc_hd__xor2_1,3,26.3
sky130_fd_sc_hd__nand3_1,2,10.0
sky130_fd_sc_hd__ha_1,1,12.5
sky130_fd_sc_hd__xnor2_1,3,26.3
sky130_fd_sc_hd__dfrtp_1,8,200
sky130_fd_sc_hd__nand2_1,2,7.51
sky130_fd_sc_hd__nand3_2,1,10.0
sky130_fd_sc_hd__inv_1,2,7.51
[cell families after synthesis]
family	Yosys count	share of synthesized area
XOR/XNOR	6	0.164
buffers and inverters	2	0.0234
AND/OR/NAND/NOR	8	0.148
flip-flops	8	0.625
adder cells (fa/ha/maj)	1	0.0391
[layer usage]
layer / track usage / part of all wire / vias up
met5: 0 / 0 / -
met4: 0.00352 / 0 / 0
met3: 0.0114 / 0.066 / 0
met2: 0.0409 / 0.44 / 7
met1: 0.0292 / 0.49 / 95
li1: - / - / 106
Power figures rest on the tool's default switching activity, not on a simulated workload.
